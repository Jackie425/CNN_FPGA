<file path="design/flow/run.sh">
#!/bin/bash
# OpenROAD 26Q1-2900-gdf79404cd8, Yosys 0.63+post, stock flow scripts
make -C /OpenROAD-flow-scripts/flow DESIGN_CONFIG=/design/flow/config.mk WORK_HOME=/design/flow/orfs finish
</file>
<file path="design/flow/design.v">
`timescale 1ns / 1ps
module FeatureMapOutWidthConverter # (
    parameter   WIDTH_IN            =   144                 ,
    parameter   WIDTH_OUT           =   256                 ,
    parameter   NUM_IN              =   16                   ,
    parameter   NUM_OUT             =   9                   ,
    parameter   CNT_WIDTH           =   $clog2(NUM_IN)
)
(
    input   wire                    sys_clk     ,
    input   wire                    calc_clk    ,
    input   wire                    rstn        ,
    input   wire    [WIDTH_IN-1:0]  data_in     ,
    input   wire                    valid_in    ,
    output  reg     [WIDTH_OUT-1:0] data_out    ,
    output  reg                     valid_out   
);
    reg     [CNT_WIDTH-1:0]         cnt         ;
    reg     [WIDTH_OUT-1:0]         data_buffer ;
    always @(posedge sys_clk or negedge rstn) begin
        if (!rstn) begin
            cnt <= 0;
        end else if(cnt == NUM_IN - 1) begin
            cnt <= valid_in ? 0 : cnt;
        end else begin
            cnt <= valid_in ? (cnt + 1) : cnt; 
        end
    end
    always @(posedge sys_clk or negedge rstn) begin
        if(!rstn) begin
            data_buffer <= 0;
        end else begin
            data_buffer <= valid_in? {data_buffer[WIDTH_OUT-WIDTH_IN-1:0], data_in}: data_buffer;
        end
    end
    always@(posedge sys_clk or negedge rstn) begin
        if(!rstn) begin
            data_out <= 288'b0;
        end else if(cnt==1) begin
            data_out <= valid_in? {data_buffer[143:0], data_in[143:32]}: data_out;
        end else if(cnt==3) begin
            data_out <= valid_in? {data_buffer[175:0], data_in[143:64]}: data_out;
        end else if(cnt==5) begin
            data_out <= valid_in? {data_buffer[207:0], data_in[143:96]}: data_out;
        end else if(cnt==7) begin
            data_out <= valid_in? {data_buffer[239:0], data_in[143:128]}: data_out;
        end else if(cnt==8) begin
            data_out <= valid_in? {data_buffer[127:0], data_in[143:16]}: data_out;
        end else if(cnt==10) begin
            data_out <= valid_in? {data_buffer[159:0], data_in[143:48]}: data_out;
        end else if(cnt==12) begin
            data_out <= valid_in? {data_buffer[191:0], data_in[143:80]}: data_out;
        end else if(cnt==14) begin
            data_out <= valid_in? {data_buffer[223:0], data_in[143:112]}: data_out;
        end else if(cnt==15) begin
            data_out <= valid_in? {data_buffer[111:0],data_in[143:0]}: data_out;
        end
    end
    always@(posedge sys_clk or negedge rstn) begin
        if(!rstn) begin
            valid_out <= 0;
        end else begin
            valid_out <= (cnt!=0&&cnt!=2&&cnt!=4&&cnt!=6&&cnt!=9&&cnt!=11&&cnt!=13)&&valid_in;
        end
    end 
endmodule
</file>
<file path="design/flow/constraint.sdc">
current_design FeatureMapOutWidthConverter

set clk_period 38.5
set clk_io_pct 0.2

create_clock -name clk0 -period $clk_period [get_ports {sys_clk}]

set non_clock_inputs [all_inputs -no_clocks]
set_input_delay [expr $clk_period * $clk_io_pct] -clock clk0 $non_clock_inputs
set_output_delay [expr $clk_period * $clk_io_pct] -clock clk0 [all_outputs]
</file>
<file path="design/flow/config.mk">
export PLATFORM = sky130hd
export DESIGN_NAME = FeatureMapOutWidthConverter
export DESIGN_NICKNAME = FeatureMapOutWidthConverter
export VERILOG_FILES = /design/flow/design.v
export SDC_FILE = /design/flow/constraint.sdc
export NUM_CORES = 4
export LEC_CHECK = 1
export CORE_UTILIZATION = 50
</file>
==> notes.md <==
Worst slew margin relative to its limit: 23.2%. Measured along the x axis, the die boundary spans 286 um. The utilization after layout is 57.5%. The portion of synthesized cell area occupied by the leading cell type was 31.0%. Per the timing report, the most critical flop-to-flop path finishes at data_out[115]$_DFFE_PN0P_. The number of antenna violations at the first check in global routing is 24. The clock reaches the later pin of the worst-skew pair after 0.66 ns. Before any placement, the netlist area is recorded as 0.0405 mm^2. TritonCTS built the clock tree. The run gives 501 for the register bit total from synthesis. The total of warnings raised by yosys was 1. The flow ran to the end, and the final reports show no timing, DRC or antenna violations.

Sequential elements use 31.0% of the synthesized area. STA classifies the critical path startpoint as an input pin. For the largest net degree at the start of global routing, the log shows 173.

The tools report the type of element capturing the critical path as a flop. The detailed router reported a total wirelength of 216,000 um. The run gives 103 as the number of cell rows. After detailed placement, the total cell area comes to 0.0436 mm^2.

Cell type with the highest aggregate area in the netlist: sky130_fd_sc_hd__dfrtp_1. The final timing report derives a shortest allowable period of 9.98 ns. Looking at the clock tree report, the root buffer type is sky130_fd_sc_hd__clkbuf_16.

Port buffering added 403 buffers. Buffers inserted to repair hold after CTS numbered 0. The worst register-to-register path has a depth of 10.

The logs give 0.0239 ns for the clock skew after layout and 33.54 ns for the slack of the worst reg-to-reg path. Per the final layout report, the fraction of cells sized above drive strength 1 comes to 9.51%. By instance count after routing, the leading logic cell type is sky130_fd_sc_hd__a21oi_1. STA puts the critical path data arrival time at 10.56 ns. The leakage component of the power was reported as 16.2 nW. Global routing finished with a remaining overflow of 0.

The first global-routing pass estimated 315,000 um of wire. Number of OpenROAD warnings: 78. In this run the full chip footprint comes out at 0.0821 mm^2.

The main area contributors are sky130_fd_sc_hd__dfrtp_1, sky130_fd_sc_hd__a21oi_1, sky130_fd_sc_hd__mux2_2, sky130_fd_sc_hd__nand3_1, sky130_fd_sc_hd__o221ai_1. Per STA, the endpoint of the critical path is data_out[199]$_DFFE_PN0P_. CTS added clock buffers totalling 61.

The critical path is of the input pin to flop type. The run gives 0.0795 mm^2 as the core region area. The final report gives the standard cell area, fillers excluded, as 0.0457 mm^2. The run gives 0.06 ns for the clock transition at the registers of the reported paths. The number of search-and-repair iterations in the first detailed-routing pass was 10. In the Yosys report the total cell count is 5,257. Per the gpl log, the routability congestion estimate is 0.986. With the fraction of registers with async set or reset after synthesis at 100%, the buffer count from post-CTS setup fixing is 0. The unique cell type count in the Yosys netlist was 56. Note that the worst hold path type here is flop to flop.

Total negative setup slack: 0 ns. Looking at the clock tree report, the H-tree level count equals 2. With the transition time of the tightest slew-check pin at 1.15 ns, the power density normalized to cell area is 80.0 mW/mm^2.

With the number of instances in the synthesized netlist at 5,257, the hold path depth is 2. Setup repair after global routing left no endpoint under its margin. After layout, the worst path uses 25.9% of the clock period.

With the peak supply drop at 0.0796 mV, the detailed-placement wirelength estimate is 130,000 um. The final layout report lists a filler cell count of 7,218. The area growth from synthesis to layout was 13.0%; the multi-input combinational cell area was 0.0245 mm^2. The run gives 43,721 for the via count of the first global-routing pass. The number of maximum-capacitance violations was 0; the number of top-level pins was 405. The script logs the mean routed wire length per placed instance as 35.1 um. For reference, the critical path is launched at valid_in.

The tools report the required arrival time at the worst endpoint as 39.08 ns. The detail route stage leaves a number of antenna-violating nets equal to 0. Counting flops with a built-in enable in the synthesized netlist gives 0. The tools report the count of instances resized after the clock tree is built as 0.

Once iteration 0 of detailed routing completed, the report listed 7,633 DRC markers. Dividing the detail-routed via count by the number of cells gives 7.68. The main flop type after synthesis is sky130_fd_sc_hd__dfrtp_1. The beginning of the worst register-to-register path was cnt[0]$_DFFE_PN0P_. With the Yosys chip area at 0.0405 mm^2, the fraction of the core area occupied by cells at floorplan is 50.9%. The run gives 501 as the count of clock tree sinks. The final timing report lists a max-slew violation count of 0.

Timing would allow up to 100 MHz. With the y dimension of the die at 286 um, the critical-path maximum fanout is 131. With the total routing usage reported by global routing at 53.3%, the via count is 47,304.

The layout report lists the combined flip-flop and latch area as 0.0125 mm^2. Mean instance size in the synthesized netlist: 7.70 um^2. In the layout the commonest cells are sky130_fd_sc_hd__a21oi_1, sky130_fd_sc_hd__dfrtp_1, sky130_fd_sc_hd__nand3_1.

The final report lists the setup-violating endpoint count as 0. No sink is reached through more buffers than the 3 on the longest clock path. Per the detail_route report, DRC violations left total 0. For the final-report hold violation count, the log shows 0.
[metrics by stage]
step | hold WS, ns | power [W] | setup slack (ns) | cells
5_1_grt | 0.505 | 0.00380 | 28.22 | 6156
2_1_floorplan | 0.425 | 0.00207 | 29.43 | 5257
6_report | 0.477 | 0.00366 | 28.52 | 6160
3_5_place_dp | 0.469 | 0.00293 | 27.86 | 6039
3_3_place_gp | 0.462 | 0.00292 | 27.88 | 6039
4_1_cts | 0.482 | 0.00355 | 28.55 | 6149
[layout make-up]
class                      instances  area share, %
inverter                          14          0.126
multi-input combinational       3949           53.7
antenna                           11         0.0602
clock inverter                    26          0.684
sequential                       501           27.4
timing repair buffer             525           11.3
tap                             1050           2.87
clock buffer                      84           3.85
[report_power, final]
group / switching (W) / total [W] / internal [W]
clock network: 0.000255 / 0.000618 / 0.000363
logic: 0.00127 / 0.00205 / 0.000780
registers: 0.000293 / 0.000986 / 0.000693
[sequential cells by signal, indices dropped and copies added, names as in the netlist]
signal,flops
data_buffer,240
valid_out,1
cnt,4
data_out,256
[cell families (layout without fill, tap and decap cells)]
family                     Yosys count  in the layout  share of synthesized area (%)
AOI/OAI and AO/OA                 1865           1865                           30.3
muxes                              233            233                           6.49
xor gates and xnor gates             1              1                         0.0217
adders and majority gates            4              4                          0.124
DFF                                501            501                           31.0
buffers and inverters              807            649                           8.55
and+or+nand+nor                   1846           1846                           23.6
other                                0             11                              0
[worst min path at each step]
stage / startpoint / to / slack (ns)
CTS: data_out[131]$_DFFE_PN0P_ / data_out[131]$_DFFE_PN0P_ / 0.48
global route: data_out[220]$_DFFE_PN0P_ / data_out[220]$_DFFE_PN0P_ / 0.50
finish: data_out[251]$_DFFE_PN0P_ / data_out[251]$_DFFE_PN0P_ / 0.48
[routing by layer]
layer,vias up,share of wire [%],track usage (%)
li1,19460,-,-
met1,22381,35,70.1
met2,4352,40,70.0
met3,1073,17,28.4
met4,38,7.8,30.5
met5,-,0.24,2.97
[cells in the mapped netlist (4+ instances only)]
| cell type | count |
|---|---|
| sky130_fd_sc_hd__nor3b_1 | 7 |
| sky130_fd_sc_hd__buf_1 | 40 |
| sky130_fd_sc_hd__a211oi_1 | 234 |
| sky130_fd_sc_hd__nand3_1 | 474 |
| sky130_fd_sc_hd__and2_1 | 11 |
| sky130_fd_sc_hd__dfrtp_1 | 501 |
| sky130_fd_sc_hd__a221oi_1 | 239 |
| sky130_fd_sc_hd__nor4_1 | 245 |
| sky130_fd_sc_hd__o21ai_0 | 28 |
| sky130_fd_sc_hd__ha_1 | 4 |
| sky130_fd_sc_hd__nand2_1 | 281 |
| sky130_fd_sc_hd__buf_2 | 228 |
| sky130_fd_sc_hd__nor2b_1 | 242 |
| sky130_fd_sc_hd__a22oi_1 | 9 |
| sky130_fd_sc_hd__mux2_2 | 233 |
| sky130_fd_sc_hd__a21oi_1 | 798 |
| sky130_fd_sc_hd__clkbuf_1 | 491 |
| sky130_fd_sc_hd__inv_1 | 13 |
| sky130_fd_sc_hd__and3_1 | 8 |
| sky130_fd_sc_hd__a31oi_1 | 11 |
| sky130_fd_sc_hd__nor2_1 | 301 |
| sky130_fd_sc_hd__buf_6 | 6 |
| sky130_fd_sc_hd__o221ai_1 | 255 |
| sky130_fd_sc_hd__or2_2 | 4 |
| sky130_fd_sc_hd__buf_4 | 24 |
| sky130_fd_sc_hd__o22ai_1 | 273 |
| sky130_fd_sc_hd__nand2b_1 | 260 |
[critical path: stages]
cell,delay (ns)
sky130_fd_sc_hd__buf_8,0.30
sky130_fd_sc_hd__o311ai_4,0.32
sky130_fd_sc_hd__nor2_4,0.32
sky130_fd_sc_hd__buf_12,0.65
sky130_fd_sc_hd__buf_4,0.65
sky130_fd_sc_hd__o221ai_1,0.36
sky130_fd_sc_hd__nand3_1,0.16
Power is estimated from default activity; no workload was simulated.
