$ cat flow/config.mk
export PLATFORM = sky130hd
export DESIGN_NAME = DWConvWinGen
export DESIGN_NICKNAME = DWConvWinGen
export VERILOG_FILES = /design/flow/design.v
export SDC_FILE = /design/flow/constraint.sdc
export NUM_CORES = 4
export LEC_CHECK = 1
export CORE_AREA = 10 10 660 660
export DIE_AREA = 0 0 670 670
$ cat flow/constraint.sdc
current_design DWConvWinGen

set clk_period 1.0
set clk_io_pct 0.2

create_clock -name clk0 -period $clk_period [get_ports {clk}]

set non_clock_inputs [all_inputs -no_clocks]
set_input_delay [expr $clk_period * $clk_io_pct] -clock clk0 $non_clock_inputs
set_output_delay [expr $clk_period * $clk_io_pct] -clock clk0 [all_outputs]
$ cat flow/design.v
`timescale 1ns / 1ps
module DWConvWinGen # (
    parameter   OUT_CHANNEL_NUM =   18      ,
    parameter   DATA_WIDTH      =   8       ,
    parameter   IN_CHANNEL_NUM  =   9
)
(
    input  wire                                                     clk             ,
    input  wire                                                     rstn            ,
    input  wire     [OUT_CHANNEL_NUM*3*DATA_WIDTH-1:0]              data_in         ,
    input  wire                                                     valid_in        ,
    output reg      [OUT_CHANNEL_NUM*IN_CHANNEL_NUM*DATA_WIDTH-1:0] win_reg         ,
    output wire                                                     valid_out 
);
    integer i,j;
    always @(posedge clk or negedge rstn) begin
        if(!rstn) begin
            win_reg <= 1296'b0;
        end else begin
            for(j = 0 ; j < OUT_CHANNEL_NUM ; j = j + 1) begin
                for(i = 0 ; i < IN_CHANNEL_NUM ; i = i + 1) begin
                    if(i!=0 && i!=3 && i!=6)begin
                        win_reg[(j*IN_CHANNEL_NUM*DATA_WIDTH+i*DATA_WIDTH) +: DATA_WIDTH] <= win_reg[(j*IN_CHANNEL_NUM*DATA_WIDTH+(i-1)*DATA_WIDTH) +: DATA_WIDTH];
                    end else begin
                        win_reg[(j*IN_CHANNEL_NUM*DATA_WIDTH+i*DATA_WIDTH) +: DATA_WIDTH] <= data_in[(j*3*DATA_WIDTH+i/3*DATA_WIDTH) +: DATA_WIDTH];
                    end
                end
            end
        end
    end
endmodule
$ cat flow/run.sh
#!/bin/bash
# OpenROAD 26Q1-2900-gdf79404cd8, Yosys 0.63+post, stock flow scripts
make -C /OpenROAD-flow-scripts/flow DESIGN_CONFIG=/design/flow/config.mk WORK_HOME=/design/flow/orfs finish
==> results.cfg <==
; synthesis and place-and-route metrics
[global_route]
antenna_found_initial = 251
grt_max_degree = 64
gr-total-overflow = 0
grt_pass1_wl_um = 322400
track_usage = 0.1129
grt_pass1_vias = 27210

[synthesis]
synth_area_um2 = 32440
ys_seq_frac = 0.9997
ys.flops = 1296
yosys_area_um2 = 32440
syn_inst = 1298
yosysCellCount = 1298
syn_avg_cell_area_um2 = 24.99
ys_warn_count = 2
synth_cell_type_count = 3

[power_and_ir_drop]
power_leakage_uw = 0.02976
powerDensity_nw_per_um2 = 1891
vdd_ir_drop_max_uv = 1751

[cells_and_area]
instances_no_fill = 10010
lay_top_count = dfrtp_1
num-fill-cells = 46140
area_delta_synth_final_pct = 104.5
logic_area_um2 = 3.754
final_layout_size_suffix_gt1_frac = 0.5070
mostFrequentLayoutCells = dfrtp_1, buf_2, buf_4
largest_reg_flops = 1296
regArea_um2 = 32490

[sta]
fin_setup_tns_ps = -673950
fin_crit_sh = 1.759
rsz0062_at_grt = yes
hold_violations = 0
slew_headroom = 0.6056
clock_skew_ps = 45.64
worst_pin_slew_ps = 589.6
period_needed_ps = 1759
whs_ps = 126.7
setup_slack_ps = -759.2
setup_violations = 1296
maxSlewViolCount = 0
max_freq_mhz = 568.5

[min_path]
hp-class = input port to asynchronous set/reset pin

[cts]
cts_buffer_depth = 4
worstSkewPairLatency_ps = 840
cts-root-buf = clkbuf_16
clkSinkCount = 1296
cts_tree = built
cts_max_level = 4
clk_pin_slew_ps = 60
numCtsBuffers = 151

[worst_setup_path]
path_delay_family = flip-flops
crit_required_ps = 800
worst-path-stages = 1
worstSetupEndpointType = primary output
startpoint_type = flip-flop
reg2reg_to = win_reg[705]
cp-startpoint = win_reg[1261]
rr_worst_depth = 3
reg2reg_setup_slack_ps = 50
r2r-start = win_reg[697]
crit_type = flip-flop to primary output
critPathArrivalTime_ps = 1560
path_buffers = 1
cp_max_fo = 2
cpMaxStageDelayCell = dfrtp_2
crit_end = win_reg[1261]
path_cells = buf_12
cp_slowest_stage_delay_ps = 530

[placed_design]
post-place-ws_ps = -461.0
dpl.hpwl_um = 221000
gp_congestion = 0.9634
dp_cells = 8978
io_buffers = 1729

[die]
die_w_um = 670
io_pins = 1732
initCoreUtil = 0.07716
dieArea_um2 = 448900
fp.dieH_um = 670
core_area_um2 = 420500
num_rows = 238

[detailed_routing]
avgRoutedWirePerCell_um = 25.61
dr.pass1.iters = 4
vias = 24910
viasPerCell = 2.487
drc = 0
drtAntennaViolNets = 0
drtIter0Drc = 1031
wirelength_um = 256400

[flow_run]
drv_cap = 0
warning_count = 30

[run_status]
status = finished, violations left
violations = negative setup slack
cells in the mapped netlist:
library cell | number | share of area
dfrtp_1 | 1296 | 1.0
buf_4 | 1 | 0.00023
conb_1 | 1 | 0.00012
how the worst min path moves through the flow:
stage	slack, ps	startpoint	end	cells after the start
6_report	130	rstn	win_reg[3]	3
5_1_grt	50	rstn	win_reg[3]	3
4_1_cts	6	rstn	win_reg[3]	3
worst reg2reg max path, delay by kind of cell, from the launching register on:
kind	cells	cell delay (ps)
buffers and inverters	3	410
DFF	1	420
stage by stage:
stage	util	instance area (µm²)	total power (µW)
3_5_place_dp	0.1435	60330	68820
6_report	0.1578	66340	125400
3_3_place_gp	0.1435	60330	68920
4_1_cts	0.1564	65750	128400
5_1_grt	0.1577	66300	131300
2_1_floorplan	-	32440	56290
area by class of cell:
type                            count  area share
Antenna cell                       34    0.001282
Clock buffer                      205     0.06478
Clock inverter                     66     0.01226
Multi-Input combinational cell      1  0.00005658
Sequential cell                  1296      0.4898
Tap cell                         5640      0.1064
Timing Repair Buffer             2771      0.3255
per-layer routing:
metal | up-vias | track usage | wire length (µm)
li1 | 10050 | - | -
met1 | 12440 | 0.1427 | 103300
met2 | 1852 | 0.1765 | 116300
met3 | 503 | 0.05777 | 30290
met4 | 56 | 0.01798 | 6133
met5 | - | 0 | 353
kinds of logic after synthesis:
logic type,after synthesis,synth area share
flops,1296,0.9997
buf+inv,1,0.0002315
other cells,1,0.0001156
report_power, final:
group / leakage, µW / internal, µW / switching, µW / total (µW)
sequential: 0.0151 / 55100 / 1560 / 56700
combinational: 0.0122 / 6540 / 5140 / 11700
clock: 0.00250 / 33600 / 23400 / 57000
total: 0.0298 / 95300 / 30100 / 125000
repair_timing:
item / CTS / global route
setup endpoints to repair: 1296 / 1296
hold buffers: 433 / 0
endpoints found under the hold margin: 1728 / 0
setup buffers: 232 / 65
resized: 4159 / 12
Power is estimated from default activity; no workload was simulated.
