==> flow/design.v <==
`timescale 1ns / 1ps
module FeatureMapInWidthConverter # (
    parameter   WIDTH_IN            =   256                 ,
    parameter   WIDTH_CONVERT       =   288                 ,
    parameter   WIDTH_OUT           =   144                 ,
    parameter   NUM_IN              =   9                   ,
    parameter   NUM_OUT             =   8                   ,
    parameter   CNT_WIDTH           =   $clog2(NUM_IN)
)
(
    input   wire                    sys_clk     ,
    input   wire                    calc_clk    ,
    input   wire                    rstn        ,
    input   wire    [WIDTH_IN-1:0]  data_in     ,
    input   wire                    valid_in    ,
    output  reg     [WIDTH_OUT-1:0] data_out    ,
    output  reg                     valid_out   
);
    reg     [CNT_WIDTH-1:0]         cnt         ;
    reg                             cnt_pp      ;
    reg     [WIDTH_CONVERT-1:0]     data_buffer ;
    reg     [WIDTH_CONVERT-1:0]     convert_out ;
    always @(posedge sys_clk or negedge rstn) begin
        if (!rstn) begin
            cnt <= 0;
        end else if(cnt == NUM_IN - 1) begin
            cnt <= valid_in ? 0 : cnt;
        end else begin
            cnt <= valid_in ? (cnt + 1) : cnt; 
        end
    end
    always @(posedge calc_clk or negedge rstn) begin
        if(!rstn) begin
            cnt_pp <= 1'b0;
        end else begin
            cnt_pp <= ~cnt_pp;
        end
    end
    always@(posedge sys_clk or negedge rstn) begin
        if(!rstn) begin
            data_buffer <= 288'b0;
        end else begin
            data_buffer <= valid_in? {data_buffer[WIDTH_CONVERT-WIDTH_IN-1:0], data_in}: data_buffer;
        end
    end
    always@(posedge sys_clk or negedge rstn) begin
        if(!rstn) begin
            convert_out <= 288'b0;
        end else if(cnt==1) begin
            convert_out <= valid_in? {data_buffer[255:0], data_in[255:224]}: convert_out;
        end else if(cnt==2) begin
            convert_out <= valid_in? {data_buffer[223:0], data_in[255:192]}: convert_out;
        end else if(cnt==3) begin
            convert_out <= valid_in? {data_buffer[191:0], data_in[255:160]}: convert_out;
        end else if(cnt==4) begin
            convert_out <= valid_in? {data_buffer[159:0], data_in[255:128]}: convert_out;
        end else if(cnt==5) begin
            convert_out <= valid_in? {data_buffer[127:0], data_in[255:96]}: convert_out;
        end else if(cnt==6) begin
            convert_out <= valid_in? {data_buffer[95:0], data_in[255:64]}: convert_out;
        end else if(cnt==7) begin
            convert_out <= valid_in? {data_buffer[63:0], data_in[255:32]}: convert_out;
        end else if(cnt==8) begin
            convert_out <= valid_in? {data_buffer[31:0], data_in[255:0]}: convert_out;
        end
    end
    always@(posedge sys_clk or negedge rstn) begin
        if(!rstn) begin
            valid_out <= 1'b0;
        end else begin
            valid_out <= cnt!=0 && valid_in;
        end
    end 
    always @(posedge calc_clk or negedge rstn) begin
        if(!rstn) begin
            data_out <= 144'b0;
        end else if(cnt_pp) begin
            data_out <= convert_out[143:0];
        end else begin
            data_out <= convert_out[287:144];
        end
    end
endmodule
==> flow/run.sh <==
#!/bin/bash
# OpenROAD 26Q1-2900-gdf79404cd8, Yosys 0.63+post, stock flow scripts
make -C /OpenROAD-flow-scripts/flow DESIGN_CONFIG=/design/flow/config.mk WORK_HOME=/design/flow/orfs finish
==> flow/config.mk <==
export PLATFORM = sky130hd
export DESIGN_NAME = FeatureMapInWidthConverter
export DESIGN_NICKNAME = FeatureMapInWidthConverter
export VERILOG_FILES = /design/flow/design.v
export SDC_FILE = /design/flow/constraint.sdc
export NUM_CORES = 4
export LEC_CHECK = 1
export CORE_UTILIZATION = 50
==> flow/constraint.sdc <==
current_design FeatureMapInWidthConverter

set clk_period 4.8
set clk_io_pct 0.2

create_clock -name clk0 -period $clk_period [get_ports {calc_clk}]
create_clock -name clk1 -period $clk_period [get_ports {sys_clk}]

set non_clock_inputs [all_inputs -no_clocks]
set_input_delay [expr $clk_period * $clk_io_pct] -clock clk0 $non_clock_inputs
set_output_delay [expr $clk_period * $clk_io_pct] -clock clk0 [all_outputs]
==> summary.txt <==
impl run done, here's what came out: hold_ws 0.269 ns, post-CTS setup buffers 0, Synth warnings 1, Die ar. 100000 µm², layout cells sized above 1 16.8%, max-slew violation count 0, largest net degree at the start of global routing 126, TritonRoute pass-1 iters 7, Chip Area, Yosys 49400 µm², cts hold-fix bufs 0, DRT Wirelength 248000 µm, CTS tree yes, Post-synth EDFFs 0, half-perimeter wire length after placement 151000 µm, clock sink count 694, Leakage Power 0.0204 µW, # rows 114, CP Max Fanout 57, Mean Syn Cell Area 8.55 µm², Log Warnings 62, Hold Fails Final Rpt 0, # DRC 0, top-count cell post-synth o21ai_0, Mapped Area 49400 µm², Design Power 42400 µW, Clock Skew 0.0221 ns, drt initial violations 7554, Synth Instances 5780, DR WL/cell 35.2 µm, max-cap viol count 0, Cells after DPL 6838, Die H 316 µm, distinct lib cells 56, Setup Crit Path Kind flop to flop, most frequent cells after synthesis 793 x o21ai_0, 694 x dfrtp_1, 584 x a21oi_1, Synth flops 694, top cell type's share of synthesized area 35.1%, RSZ-0062 raised after global routing false, GP Congestion 0.991, number of port buffers 403, register area share after synthesis 35.1%, status complete, no violations, vias in the first global route 47394, worst vdd rail ir drop 0.000740 V, biggest area consumer among synthesized cells dfrtp_1, type of origin of the critical path flop, Top cells by area dfrtp_1 35%, mux2_2 9.0%, o21ai_0 8.0%, crit path DRT 5.36 ns, critical path capture point type flop, clock-pin slew on the worst setup and hold paths 0.06 ns, worst path arrival time 4.09 ns, Initial Util 50.8%, GRT Overall Usage 51.0%, mean number of vias per cell 7.31, Via Count 51549, ys cells 5780, slew margin rel. 39.9%, Util after Layout 57.4%, HP Class input port to async pin, grt total ovfl 0, Async SR Flop Fraction 100%, boundary pin count 405, final setup violation count 0, Die W 316 µm, Post-CTS Resized 0, global-route wire length before repair 358000 µm, Commonest flop dfrtp_1, antenna violations before repair 83, setup total negative slack 0 ns, core area 97300 µm², Cell Pwr Density 760 nW/µm², Routed Antenna Nets 0, Worst Tran Pin Value 0.902 ns, area grow syn2layout 13.0%, Non-Filler Instances 7049
-- layout make-up --
| class | instances | area [µm²] |
|---|---|---|
| fillers | 8556 | 41400 |
| multi-input cells | 4345 | 28200 |
| flip-flops and latches | 694 | 17400 |
| repair buffers | 508 | 5400 |
| clock buffers | 125 | 2530 |
| well taps | 1276 | 1600 |
| clock inverters | 31 | 524 |
| diodes | 55 | 138 |
| inverters | 15 | 81.3 |
-- worst max-delay path: stages, from the launching register on --
cell,delay (ns)
dfrtp_4,0.83
nand2b_4,0.56
buf_4,0.60
buf_4,0.82
o221a_2,0.32
a21oi_1,0.06
o21ai_0,0.16
-- worst paths after layout --
kind,start,endpoint,slack (ns),cells past startpoint
max,cnt[3],convert_out[6],1.26,6
min,rstn,convert_out[20],0.27,1
max reg2reg,cnt[3],convert_out[6],1.26,6
min reg2reg,convert_out[46],convert_out[46],0.48,2
max in group clk0,data_out[46],data_out[46],2.22,1
max in group asynchronous,rstn,cnt_pp,3.28,2
min in group clk1,convert_out[46],convert_out[46],0.48,2
min in group clk0,convert_out[53],data_out[53],0.61,1
-- metrics by stage --
step	setup slack [ns]	area, µm²
6_report	1.26	55800
4_1_cts	1.46	55700
3_3_place_gp	1.50	52600
5_1_grt	1.24	55800
3_5_place_dp	1.47	52600
2_1_floorplan	2.58	49400
-- routing by layer --
| layer | global-route usage [%] | wire length, µm | vias to the layer above |
|---|---|---|---|
| met3 | 27.4 | 40300 | 867 |
| met2 | 66.1 | 100000 | 4096 |
| met5 | 1.04 | 501 | - |
| met4 | 34.4 | 20700 | 52 |
| met1 | 65.9 | 86300 | 25098 |
| li1 | - | - | 21436 |
-- logic make-up (layout without fill, tap and decap cells) --
family,count (synthesis),count (layout),synth area share [%]
other cells,0,55,0
compound gates,2604,2604,34.7
flops,694,694,35.1
buf+inv,741,679,7.98
mux,403,403,9.16
simple gates,1334,1334,12.9
fa+ha+maj,4,4,0.101
-- where the power goes --
group / leakage (µW) / switching (µW) / internal, µW
Combinational: 0.0106 / 14700 / 9330
Clock: 0.00150 / 3050 / 4340
Sequential: 0.00832 / 3070 / 7980
-- flip-flops by register name (all words and copies together) (netlist names) --
signal / flops
convert_out: 288
data_buffer: 256
data_out: 144
cnt: 4
cnt_pp: 1
valid_out: 1
-- cell usage in the layout (no fill, tap or decap), drive strengths merged, types with 125 or more instances in the layout --
cell and instances:
nand3 284, dfrtp 694, nor2 164, o221a 279, o21ai 1024, o22ai 133
o21a 277, nand2 436, a221o 278, clkdlybuf4s50 401, a21oi 585, nor2b 283
nor3 153, clkbuf 125, mux2 396
No activity file was given, so power comes from the tool's default toggle rates.
